[flow/design.v]
module adder_4_select (input [3:0] A, B,
					 input c_in,
					 output [3:0] S,
					 output c_out);
		wire c0, c1, c2;
		full_adder FA0 (.x(A[0]), .y(B[0]), .z(c_in), .s(S[0]), .c(c0));
		full_adder FA1 (.x(A[1]), .y(B[1]), .z(c0), .s(S[1]), .c(c1));
		full_adder FA2 (.x(A[2]), .y(B[2]), .z(c1), .s(S[2]), .c(c2));
		full_adder FA3 (.x(A[3]), .y(B[3]), .z(c2), .s(S[3]), .c(c_out));
endmodule
module carry_select_adder_8(input [7:0] A,B,
						input c_in,
						output[7:0] S,
						output c_out);
	wire A0,A1,A2,B0,B1,B2;
	wire[3:0] A3, A4, B3, B4;
	adder_4_select adderB0(.A(A[7:4]), .B(B[7:4]), .c_in(0), .c_out(B0), .S(B3));
	adder_4_select adderB1(.A(A[7:4]), .B(B[7:4]), .c_in(1), .c_out(B1), .S(B4));
	mux2to1 muxB(.D_in0(B3),.D_in1(B4), .sel(B2), .D_out(S[8:5]));
	adder_4_select adderA0(.A(A[3:0]), .B(B[3:0]), .c_in(0), .c_out(A0), .S(A3));
	adder_4_select adderA1(.A(A[3:0]), .B(B[3:0]), .c_in(1), .c_out(A1), .S(A4));
	mux2to1 muxA(.D_in0(A3),.D_in1(A4), .sel(A2), .D_out(S[4:1]));
	assign A2=c_in;
	assign c_out= B0 | (B1 & B2);
	assign B2= A0| (A1 & A2);
endmodule	
module full_adder (input x, y, z,
						 output s, c);
		assign s = x ^ y ^ z;
		assign c = (x & y) | (y & z) | (x & z);
endmodule
module mux2to1 (input [3:0]D_in0,
									D_in1,
					 input sel,
					 output logic[3:0]D_out);
	always @ (D_in0 or D_in1 or sel)
	begin
		case(sel)
			1'b0 : D_out[3:0] = D_in0[3:0];
			default: D_out[3:0] = D_in1[3:0];
		endcase
	end
endmodule
[flow/run.sh]
#!/bin/bash
# OpenROAD 26Q1-2900-gdf79404cd8, Yosys 0.63+post, stock flow scripts
make -C /OpenROAD-flow-scripts/flow DESIGN_CONFIG=/design/flow/config.mk WORK_HOME=/design/flow/orfs finish
[flow/config.mk]
export PLATFORM = sky130hd
export DESIGN_NAME = carry_select_adder_8
export DESIGN_NICKNAME = carry_select_adder_8
export VERILOG_FILES = /design/flow/design.v
export SDC_FILE = /design/flow/constraint.sdc
export NUM_CORES = 4
export LEC_CHECK = 1
export CORE_AREA = 10 10 70 70
export DIE_AREA = 0 0 80 80
export SYNTH_HDL_FRONTEND = slang
[flow/constraint.sdc]
current_design carry_select_adder_8

set clk_period 3.2
set clk_io_pct 0.2

create_clock -name clk0 -period $clk_period

set non_clock_inputs [all_inputs -no_clocks]
set_input_delay [expr $clk_period * $clk_io_pct] -clock clk0 $non_clock_inputs
set_output_delay [expr $clk_period * $clk_io_pct] -clock clk0 [all_outputs]
==> flow_summary.toml <==
# flow metrics
[power]
power_per_unit_of_standard_cell_area_nw_per_um2 = 156
total_leakage_power_nw = 0.370
ir_worst_vdd_uv = 65.1
power.internal_mw = 0.0827
net-switching-power_mw = 0.0445
power.share.clock = 0
totalPowerFinal_mw = 0.127
combPwrFrac = 1.000
power_switching_share = 0.350
share_seq_of_total_power = 0

[floorplanning]
die_y_um = 80
die_area_um2 = 6400
die_w_um = 80
boundaryPins = 26
fp_util = 0.116
floorplan.rows = 21
core_um2 = 3420

[sta]
fin_crit_ns = 3.11
hold_viol_final = 0
maxClockFrequency_mhz = 322
final_slew_viol_count = 0
finalSetupViolCount = 0
rsz_0062_raised_after_global_routing = "false"
finalCritPeriodShare = 0.972
totalNegativeSetupSlack_ns = 0

[critical_path]
worst_setup_path_endpoint = "S[3]"
critPathLaunchType = "input pin"
timing.critical_path.fanout_max = 3
cp.required_ns = 2.56
crit_path_top_delay_cell = "clkdlybuf4s50_1"
timing.setup.critical_path_class = "input pin to output port"
worstPathArrival_ns = 2.47
worstSetupStartpoint = "c_in"
crit_path_largest_cell_delay_ns = 0.48
crit_path_cell_trace = "clkdlybuf4s50_1, buf_4, or2_2, a31oi_4, buf_4, xnor2_1, clkdlybuf4s50_1"
worst_setup_path_end_kind = "output port"

[finish]
n_clock_buffer = 0
flop-count = 0
area_growth_pct = 105
fin_area_um2 = 816
stdcell_count = 130
ff_latch_area_um2 = 0
n_fill_cell = 377
layout-drive-gt1-share = 0.310

[global_routing]
groute.usage.overall = 0.0363
grt_max_degree = 5
first_global_vias = 454
globalRoute.totalOverflow = 0
antenna_found_initial = 0
grt_pass1_wl_um = 1950

[place]
dp.final_hpwl_um = 1110
place_congestion = 0.720
buffer_ports.inserted = 25
dpl-instance-area_um2 = 751
placedCellCount = 129

[yosys]
yosysSeqAreaShare = 0
postSynthAreaPerCell_um2 = 7.65
yosys_area_um2 = 398
yosys-dominant-comb-family = "adder cells"
synth_warnings = 1
yosys.cell_types.count = 26
yosys.area_share.simple = 0.280
synth.cellmix.compoundShare = 0.217
synth-adder-area-share = 0.283
yosys-stat-cells = 52
post_synth_xor_area_fraction = 0.154
netlist_area_before_placement_um2 = 398
synth_cells = 52
ys_sh_mux = 0

[detailed_routing]
ant_nets = 0
antennaDiodeCount = 0
dr.pass1.iters = 3
avgRoutedWirePerCell_um = 10.1
routed_wl_um = 1310
drt_initial_violations = 11
routed_via_density = 3.62
via_count = 471
drc = 0

[flow_run]
tool_warnings = 35
cap_viol_max_count = 0

[hold_path]
min_path_type = "input pin to output port"

[status]
outcome = "complete, no violations"
## layout make-up
class | instances | area, um2 | area share
Tap cell | 46 | 57.6 | 0.0706
Timing Repair Buffer | 33 | 308 | 0.377
Multi-Input combinational cell | 47 | 435 | 0.534
Inverter | 4 | 15.0 | 0.0184
## how the worst min path moves through the flow
stage | start | endpoint | slack [ns] | cells after the start
6_report | B[7] | c_out | 1.99 | 4
5_1_grt | B[7] | c_out | 2.05 | 4
4_1_cts | B[6] | S[7] | 2.09 | 4
## timing repair
action                     4_1_cts  5_1_grt
hold buffers                     0        0
buffers inserted                 0        1
pin swaps                        9        5
gates resized                   11       15
setup endpoints to repair        6        5
gates cloned                     0        0
## synth_stat cells
cell | n | area (um2)
nor2b_1 | 1 | 6.26
nor3_2 | 1 | 10.0
nor3_1 | 1 | 5.00
buf_4 | 1 | 7.51
conb_1 | 1 | 3.75
or2_1 | 1 | 6.26
a211oi_2 | 1 | 12.5
o32a_1 | 1 | 10.0
nand3_1 | 2 | 10.0
xor2_1 | 2 | 17.5
a21oi_1 | 2 | 10.0
a21o_1 | 1 | 7.51
nand2_1 | 2 | 7.51
xnor2_1 | 5 | 43.8
a41oi_2 | 1 | 16.3
nand2b_1 | 2 | 12.5
a31oi_1 | 2 | 12.5
nor2_1 | 4 | 15.0
or3b_1 | 1 | 8.76
a211oi_1 | 1 | 7.51
or4_4 | 1 | 11.3
o21ai_1 | 1 | 5.00
or2_2 | 3 | 18.8
ha_1 | 9 | 113
o21ai_0 | 1 | 5.00
inv_1 | 4 | 15.0
## power by group through the flow
| stage | registers, mW | logic, mW | clock network [mW] |
|---|---|---|---|
| 4_1_cts | 0 | 0.123 | 0 |
| 5_1_grt | 0 | 0.143 | 0 |
| 6_report | 0 | 0.127 | 0 |
## stage by stage
stage	setup slack, ns	hold WS, ns	utilization
after floorplan	0.748	1.31	-
after global placement	-0.306	2.31	0.220
after detailed placement	-0.330	2.31	0.220
after CTS	-0.145	2.09	0.223
after global routing	0.0311	2.05	0.239
final	0.0911	1.99	0.239
## critical path: cells and delay by family
family | cells | cell delay, ns
AND-OR/OR-AND | 1 | 0.18
buffers and inverters | 4 | 1.24
AND/OR/NAND/NOR | 1 | 0.30
XOR/XNOR | 1 | 0.10
## cells in the final DEF (no fill, tap or decap), drive strengths merged
| cell | instances |
|---|---|
| or3b | 1 |
| dlymetal6s2s | 4 |
| a21oi | 2 |
| clkdlybuf4s15 | 1 |
| nor2 | 4 |
| ha | 9 |
| or2 | 4 |
| inv | 4 |
| o21ai | 2 |
| nor3 | 2 |
| nor2b | 1 |
| clkdlybuf4s50 | 16 |
| xnor2 | 5 |
| a31oi | 2 |
| a211oi | 2 |
| nand2 | 2 |
| buf | 9 |
| nand3 | 2 |
| nand2b | 2 |
| or4 | 1 |
| xor2 | 2 |
| clkbuf | 1 |
| o32a | 1 |
| dlygate4sd2 | 2 |
| a21o | 1 |
| conb | 1 |
| a41oi | 1 |
## cells by family after synthesis
group | count (synthesis)
AND-OR/OR-AND | 11
AND/OR/NAND/NOR | 19
adder cells (fa/ha/maj) | 9
other | 1
buffers and inverters | 5
XOR/XNOR | 7
## layer usage
metal,up-vias,global-route usage,share of wire
li1,249,-,-
met1,204,0.0514,0.51
met2,18,0.0562,0.40
met3,0,0.0102,0.083
met4,0,0,0
met5,-,0,0
Power and IR drop assume default switching activity.
